**design/flow/design.v**
```verilog
parameter WDEPTH = 512;
parameter ASIZE = 9;
parameter WDSIZE = 8;
parameter RDEPTH = 256;
parameter RASIZE = 8;
parameter RDSIZE = 16;
parameter WDEPTH = 16;
parameter ASIZE = 4;
parameter WDSIZE = 16;
parameter RDEPTH = 16;
parameter RASIZE = 4;
parameter RDSIZE = 16;
parameter WDEPTH = 2;
parameter ASIZE = 1;
parameter WDSIZE = 8;
parameter RDEPTH = 16;
parameter RASIZE = 4;
parameter RDSIZE = 1;
parameter WDEPTH = 4;
parameter ASIZE = 2;
parameter WDSIZE = 8;
parameter RDEPTH = 4;
parameter RASIZE = 2;
parameter RDSIZE = 8;
parameter WDEPTH = 64;
parameter ASIZE = 6;
parameter WDSIZE = 8;
parameter RDEPTH = 512;
parameter RASIZE = 9;
parameter RDSIZE = 1;
module xm2_01(
   pin_vm_clk25,
   pin_vm_clk_p,
   pin_vm_init_i,
   pin_vm_virq_o,
   pin_wbm_adr_i,
   pin_wbm_dat_i,
   pin_wbm_dat_o,
   pin_wbm_wre_i,
   pin_wbm_stb_i,
   pin_wbm_ack_o,
   pin_wbi_dat_o,
   pin_wbi_ack_o,
   pin_wbi_stb_i,
   pin_vm_dclo_o,
   pin_vm_aclo_o,
   pin_vm_halt_o,
   pin_wbi_stb_o,
   but_data,
    sound
);
input       pin_vm_clk25;
input       pin_vm_clk_p;
input       pin_vm_init_i;
output      pin_vm_virq_o;
input  [16:0]pin_wbm_adr_i;
input  [15:0]pin_wbm_dat_i;
output [15:0]pin_wbm_dat_o;
input        pin_wbm_wre_i;
input        pin_wbm_stb_i;
output       pin_wbm_ack_o;
output [15:0]pin_wbi_dat_o;
output       pin_wbi_ack_o;
input        pin_wbi_stb_i;
output       pin_vm_dclo_o;
output       pin_vm_aclo_o;
output       pin_vm_halt_o;
output       pin_wbi_stb_o;
input  [ 7:0]but_data;
output       sound;
wire       ce;
reg        ce_old        = 1'b0;
reg        press_btn     = 1'b0;
reg        wbi_stb_i_old = 0;
reg        ask           = 1'b0;
reg        pin_wbi_ack_o = 1'b0;
reg  [15:0]pin_wbi_dat_o = 0;
reg  [15:0]wbm_dat_o     = 0;
reg  [15:0]R177716       = 16'o40;
reg        R177700       = 1'b0;
reg  [ 7:0]R177702       = 8'd0;
reg  [ 7:0]R177710       = 8'd0;
reg  [11:0]R177712       = 12'd0;
reg  [11:0]R177714       = 12'd0;
wire       setVIRQtm;
wire       setVIRQbt;
reg        enVIRQtm      = 1'b1;
reg        enVIRQbt      = 1'b1;
reg  [ 8:0]count_2mks    = 0;
reg  [ 3:0]count_clk     = 0;
reg  [11:0]count_tmr     = 12'd0;
wire       zero_tmr;
reg        zero_tmr_old  = 0;
wire       timer_clk;
reg        clk8kHz = 0;
wire       clk1kHz;
wire       clk500Hz;
wire       clk250Hz;
wire       clk60Hz;
assign pin_wbm_dat_o = wbm_dat_o;
assign pin_wbm_ack_o = ask; 
assign pin_vm_virq_o = (|{setVIRQtm & enVIRQtm, setVIRQbt & enVIRQbt});
assign pin_vm_aclo_o =~R177716[15];
assign pin_vm_dclo_o = R177716[5];
assign pin_wbi_stb_o = setVIRQtm|setVIRQbt ? 1'b0 : pin_wbi_stb_i;
assign pin_vm_halt_o = R177716[4];
assign setVIRQtm     = &R177710[7:6];
assign setVIRQbt     = press_btn & R177700;
assign ce            = &pin_wbm_adr_i[15:6] && pin_wbm_stb_i;
assign zero_tmr      = !count_tmr;
assign timer_clk     = R177710[2:1]==2'b00 ? count_clk[0] :
                       R177710[2:1]==2'b01 ? count_clk[1] :
                       R177710[2:1]==2'b10 ? count_clk[2] : count_clk[3];
reg [11:0]sount_count = 0;
reg [ 6:0]sound_div = 0;
always @(posedge pin_vm_clk25)
   if(sount_count==3124)begin
      sount_count <= 12'd0;
      clk8kHz <= ~clk8kHz;
   end else begin
      sount_count <= sount_count + 1'b1;
      if(sount_count==1562)clk8kHz <= ~clk8kHz;
   end
always @(posedge clk8kHz)sound_div <= sound_div + 1'b1;
assign clk1kHz  = sound_div[4];   
assign clk500Hz = sound_div[5];   
assign clk250Hz = sound_div[6];   
assign clk60Hz  = !sound_div;     
assign sound         = R177716[7] & (clk8kHz & R177716[12]) & (clk1kHz & R177716[11]) &
                      (clk500Hz & R177716[10]) & (clk250Hz & R177716[9]) & (clk60Hz & R177716[8]) || ~(|R177716[12:8]) & R177716[7];
always @(posedge pin_vm_clk_p)
    if(pin_vm_init_i)begin
        R177716 <= 16'o40;
        {R177710[6:5],R177710[0]} <= 3'b00;
        ask <= 1'b0;
        pin_wbi_ack_o <= 1'b0;
        enVIRQtm      <= 1'b1;
        enVIRQbt      <= 1'b1;
        zero_tmr_old  <= 1'b0;
    end else begin
        ce_old <= ce;
        zero_tmr_old <= zero_tmr;
        if(!zero_tmr_old && zero_tmr)begin R177710[3] <= R177710[7]; R177710[7] <= 1'b1;end
        R177714 <= R177710[7] ? R177714 : count_tmr;
        if(!pin_wbm_stb_i)begin
            wbm_dat_o    <= 16'o0;
            ask          <= 1'b0;
            if(R177702!=but_data)begin press_btn <= but_data!=0 ? 1'b1 : 1'b0; R177702 <= but_data; end
        end else
        if(~ce_old & ce)begin
            case({pin_wbm_wre_i, pin_wbm_adr_i[5:1]})
            'b0_00000: begin
                            ask          <= 1'b1;
                            wbm_dat_o    <= {8'd0,press_btn,R177700,6'b00};
                       end
            'b0_00001: begin
                            ask          <= 1'b1;
                            wbm_dat_o    <= {8'd0,R177702};
                            enVIRQbt     <= 1'b1;
                            press_btn    <= 1'b0;
                       end
            'b0_00010: begin
                            ask          <= 1'b1;
                            wbm_dat_o    <= 16'o0;
                       end
            'b0_00100: begin
                            ask          <= 1'b1;
                            wbm_dat_o    <={8'd0,R177710};
                            R177710[3]   <= 1'b0;
                       end
            'b0_00101: begin
                       end
            'b0_00110: begin
                            ask          <= 1'b1;
                            wbm_dat_o    <= {4'd0,R177714};
                            enVIRQtm     <= 1'b1;
                            R177710[7]   <= 1'b0;
                       end
            'b0_00111: begin
                            ask          <= 1'b1;
                            wbm_dat_o    <= R177716;
                       end
            'b1_00000: begin
                            ask           <= 1'b1;
                            R177700       <= pin_wbm_dat_i[6];
                       end
            'b1_00001: begin
                            ask           <= 1'b1;
                       end
            'b1_00010: begin
                            ask           <= 1'b1;
                       end
            'b1_00100: begin
                            ask           <= 1'b1;
                            R177710[6]    <= pin_wbm_dat_i[6];
                            R177710[4]    <= pin_wbm_dat_i[4];
                            R177710[2:0]  <= pin_wbm_dat_i[2:0];
                       end
            'b1_00101: begin
                            ask           <= 1'b1;
                            R177712       <= pin_wbm_dat_i[11:0];
                       end
            'b1_00110: begin
                            ask           <= 1'b1;
                       end
            'b1_00111: begin
                            ask           <= 1'b1;
                            R177716[15:1] <= pin_wbm_dat_i[15:1];
                       end
            default:        wbm_dat_o     <= 16'o0;
            endcase
        end
        wbi_stb_i_old<=pin_wbi_stb_i;
        if(!pin_wbi_stb_i)begin
            pin_wbi_ack_o <= 1'b0;
            pin_wbi_dat_o <= 16'o0;
        end else
        if(!wbi_stb_i_old&&pin_wbi_stb_i)begin
            if(setVIRQtm && enVIRQtm)begin pin_wbi_dat_o <= 16'o304; enVIRQtm <= 1'b0; pin_wbi_ack_o <= 1'b1; end
            else if(setVIRQbt && enVIRQbt)begin pin_wbi_dat_o <= 16'o300; enVIRQbt <= 1'b0; pin_wbi_ack_o <= 1'b1; end
        end
    end
always @(posedge pin_vm_clk25)
   if(count_2mks == 24)begin
      count_2mks <=  9'd0;
      count_clk <= count_clk + 1'b1;
   end else count_2mks <= count_2mks + 1'b1;
always @(posedge timer_clk)begin
      if(R177710[0])begin
         if(zero_tmr)count_tmr <= R177712 - 1'b1;
         else count_tmr <= count_tmr - 1'b1;
      end else count_tmr <= R177712;
   end
endmodule
```
**design/flow/run.sh**
```bash
#!/bin/bash
# OpenROAD 26Q1-2900-gdf79404cd8, Yosys 0.63+post, stock flow scripts
make -C /OpenROAD-flow-scripts/flow DESIGN_CONFIG=/design/flow/config.mk WORK_HOME=/design/flow/orfs finish
```
**design/flow/config.mk**
```make
export PLATFORM = sky130hd
export DESIGN_NAME = xm2_01
export DESIGN_NICKNAME = xm2_01
export VERILOG_FILES = /design/flow/design.v
export SDC_FILE = /design/flow/constraint.sdc
export NUM_CORES = 4
export LEC_CHECK = 1
export CORE_UTILIZATION = 40
```
**design/flow/constraint.sdc**
```tcl
current_design xm2_01

set clk_period 4.9
set clk_io_pct 0.2

create_clock -name clk0 -period $clk_period [get_ports {pin_vm_clk25}]
create_clock -name clk1 -period $clk_period [get_ports {pin_vm_clk_p}]

set non_clock_inputs [all_inputs -no_clocks]
set_input_delay [expr $clk_period * $clk_io_pct] -clock clk0 $non_clock_inputs
set_output_delay [expr $clk_period * $clk_io_pct] -clock clk0 [all_outputs]
```
==> flow_metrics.tcl <==
# place-and-route summary
set metrics [dict create \
    outcome "finished clean" \
    synth_cell_type_count 61 \
    max-slew-margin-rel_pct 43.1 \
    ys_top_cells_by_count "edfxtp_1, nand2_1, a21oi_1, dfxtp_1, nor2_1" \
    edf_count 63 \
    p_leak_nw 2.12 \
    hold_viol 0 \
    post-route-drc-count 0 \
    cp-startpoint "pin_wbm_stb_i" \
    path_clk_slew_ns 0.06 \
    hp-class "reg -> reg" \
    wire_per_inst_um 16.4 \
    yosys-stat-area_um2 4890 \
    grt_start_max_net_pins 29 \
    cts_setup_buffers 0 \
    rsz0062_at_grt "false" \
    ant_nets 0 \
    portBuffers 70 \
    worstPathArrival_ns 3.40 \
    cts_tree "yes" \
    cts_resized 0 \
    die_width_um 113 \
    worst_hold_slack_ns 0.450 \
    worstSetupStartpointType "input pin" \
    fin_tns_setup_ns 0 \
    critPathKind "in -> reg" \
    most_common_cell "edfxtp_1" \
    grt_pass1_wl_um 17800 \
    ys_ff 106 \
    rr_worst_depth 4 \
    finalWirelength_um 11100 \
    ys.flop_type "edfxtp_1" \
    reg2reg_slack_ns 2.73 \
    unclocked_pins 12 \
    hold_start "R177716[1]" \
    worstHoldEndpoint "R177716[1]" \
    crit_required_ns 4.94 \
    crit_path_end_kind "flip-flop" \
    area_growth_pct 24.4 \
    setup_violations 0 \
    gp_congestion 0.888 \
    grt_overflow 0 \
    vias_per_cell 5.34 \
    dr.first_iter.drc_count 264 \
    cts_hold_buf 0 \
    yosysTopAreaCell "edfxtp_1" \
    syn_inst 451 \
    io_pins 87 \
    core_um2 12000 \
    topCellsByArea "edfxtp_1, dfxtp_1, a21oi_1" \
    ys_seq_share_pct 56.3 \
    grt_pass1_vias 3486 \
    rows 40 \
    rr_startpoint "ce_old" \
    warnings 29 \
    untimed_endpoints 24 \
    fp-utilization_pct 40.9 \
    worstPathMaxFanout 12 \
    layout-drive-gt1-share_pct 10.2 \
    skew_ns 0.00965 \
    vias 3618 \
    hold_depth 2 \
    dr.pass1.iters 4 \
    finalPower_w 0.00180 \
    tightest_slew_ns 0.852 \
    ir_worst_vdd_mv 0.180 \
    antenna_found_initial 0 \
    diodes 0 \
    die_area_um2 12700 \
    hpwl_um 7920 \
    r2r-end "wbm_dat_o[4]" \
    cap_violations 0 \
    pre_cts_ws_ns 1.23 \
    setup_slack_ns 1.53 \
    synthArstFlopShare_pct 0 \
    synth_area_per_cell_um2 10.8 \
    dieHeight_um 113 \
    utilization_pct 50.8 \
    ys_warn_count 1 \
    p_per_area_nw_per_um2 296 \
    slew_viol_final 0 \
    synth_area_um2 4890 \
    top_area_share_pct 38.7 \
    yosysCellCount 451 \
    track_usage_pct 19.0 \
]
-- cell usage in the layout (no fill, tap or decap), types with 3 or more instances in the layout --
cell type / instances
conb_1: 13
nor4_1: 8
nor4_2: 4
a22oi_1: 9
nand2_1: 46
o22ai_1: 3
clkdlybuf4s50_1: 70
a211oi_1: 4
mux2i_1: 10
clkbuf_16: 12
and3_1: 5
nand3_1: 16
nand2b_1: 5
xnor2_1: 5
nor3_1: 8
buf_4: 8
or2_2: 3
nor2b_1: 5
or3_1: 3
nand4_1: 9
dfxtp_1: 43
nor2_1: 39
mux2_2: 8
xor2_1: 12
and2_1: 8
o211ai_1: 3
or4_4: 3
o21ai_0: 9
ha_1: 4
inv_1: 8
edfxtp_1: 63
a21oi_1: 43
-- report_power, final --
part           total (W)  internal [W]  leakage (nW)  switching [W]
sequential      0.000863      0.000857         0.955     0.00000579
clock           0.000836      0.000507         0.181       0.000329
combinational  0.0000984     0.0000545         0.981      0.0000439
total            0.00180       0.00142          2.12       0.000378
-- final cells by class --
type,count,area [um2]
clock buffer,13,304
clock inverter,7,76.3
fill,1029,5880
inverter,8,30.0
multi-input combinational,318,1970
sequential,106,2750
tap,147,184
timing repair buffer,78,761
-- worst max path at each step --
stage | end | slack, ns | cells past startpoint
final | wbm_dat_o[4] | 1.53 | 6
after global routing | R177716[3] | 1.46 | 6
after CTS | pin_wbi_stb_o | 1.53 | 4
-- stage by stage --
| step | cell area [um2] | std cells |
|---|---|---|
| global route | 6080 | 677 |
| global placement | 5700 | 657 |
| detailed placement | 5700 | 657 |
| floorplan | 4930 | 463 |
| CTS | 6080 | 677 |
| finish | 6080 | 677 |
-- logic make-up after synthesis --
family | after synthesis | synth area share, %
adder cells (fa/ha/maj) | 4 | 1.02
flip-flops | 106 | 56.3
XOR/XNOR | 17 | 3.05
AND/OR/NAND/NOR | 177 | 19.5
other | 1 | 0.0767
AND-OR/OR-AND | 88 | 11.5
multiplexers | 19 | 4.35
buffers and inverters | 39 | 4.25
-- routing by layer --
metal | track usage [%] | share of wire [%]
met5 | 0 | 0
met4 | 3.73 | 2.2
met3 | 5.06 | 6.7
met2 | 28.9 | 46
met1 | 29.1 | 46
-- registers in the layout, summed over array words and instances (netlist names) --
| signal | flops |
|---|---|
| ce_old | 1 |
| R177700 | 1 |
| wbm_dat_o | 16 |
| wbi_stb_i_old | 1 |
| R177710 | 7 |
| zero_tmr_old | 1 |
| ask | 1 |
| enVIRQtm | 1 |
| count_2mks | 9 |
| count_clk | 4 |
| R177714 | 12 |
| count_tmr | 12 |
| pin_wbi_ack_o | 1 |
| press_btn | 1 |
| R177716 | 15 |
| enVIRQbt | 1 |
| R177702 | 8 |
| R177712 | 12 |
| pin_wbi_dat_o | 2 |
-- worst max-delay path: stages --
cell and delay, ns:
clkdlybuf4s50_1 0.76, nand4_1 0.24, nor4_2 0.48, o21ai_0 0.17, a21oi_1 0.45, buf_4 0.31
Power is estimated from default activity; no workload was simulated.
