==> flow/design.v <==
parameter WDEPTH = 512;
parameter ASIZE = 9;
parameter WDSIZE = 8;
parameter RDEPTH = 256;
parameter RASIZE = 8;
parameter RDSIZE = 16;
parameter WDEPTH = 16;
parameter ASIZE = 4;
parameter WDSIZE = 16;
parameter RDEPTH = 16;
parameter RASIZE = 4;
parameter RDSIZE = 16;
parameter WDEPTH = 2;
parameter ASIZE = 1;
parameter WDSIZE = 8;
parameter RDEPTH = 16;
parameter RASIZE = 4;
parameter RDSIZE = 1;
parameter WDEPTH = 4;
parameter ASIZE = 2;
parameter WDSIZE = 8;
parameter RDEPTH = 4;
parameter RASIZE = 2;
parameter RDSIZE = 8;
parameter WDEPTH = 64;
parameter ASIZE = 6;
parameter WDSIZE = 8;
parameter RDEPTH = 512;
parameter RASIZE = 9;
parameter RDSIZE = 1;
`timescale 1ns / 1ps
module sd_controller(
    output reg cs,  
    output mosi,  
    input miso,  
    output sclk,  
    input rd,    
    output reg [7:0] dout,  
    output reg byte_available,  
    input wr,    
    input [7:0] din,  
    output reg ready_for_next_byte,  
    input reset,  
    output ready,  
    input [31:0] address,    
    input clk,   
    input clk_pulse_slow,  
    output reg init_o,
    output [4:0] status,  
    output reg [7:0] recv_data
);
    parameter RST = 0;
    parameter INIT = 1;
    parameter CMD0 = 2;
    parameter CMD8 = 20;
    parameter CMD55 = 3;
    parameter CMD41 = 4;
    parameter POLL_CMD = 5;
    parameter IDLE = 6;
    parameter READ_BLOCK = 7;
    parameter READ_BLOCK_WAIT = 8;
    parameter READ_BLOCK_DATA = 9;
    parameter READ_BLOCK_CRC = 10;
    parameter SEND_CMD = 11;
    parameter RECEIVE_BYTE_WAIT = 12;
    parameter RECEIVE_BYTE = 13;
    parameter WRITE_BLOCK_CMD = 14;
    parameter WRITE_BLOCK_INIT = 15;
    parameter WRITE_BLOCK_DATA = 16;
    parameter WRITE_BLOCK_BYTE = 17;
    parameter WRITE_BLOCK_WAIT = 18;
    parameter WRITE_DATA_SIZE = 515;
    reg [4:0] state = RST;
    assign status = state;
    reg [4:0] return_state;
    reg sclk_sig = 0;
    reg [55:0] cmd_out = {56{1'b1}};
    reg cmd_mode = 1;
    reg [7:0] data_sig = 8'hFF;
    reg [2:0] response_type = 3'b1;
    reg [9:0] byte_counter;
    reg [9:0] bit_counter;
    reg [26:0] boot_counter = 27'd050_000;
    reg [7:0] reset_counter = 0;
    always @(posedge clk) begin
        if(reset == 1) begin
            state <= RST;
            sclk_sig <= 0;
            init_o <= 1'b0;
            boot_counter <= 27'd005_000;
            cmd_mode <= 1;
            cs <= 1;
            cmd_out <= {56{1'b1}};
            data_sig <= 8'hFF;
            if (clk_pulse_slow) begin
                reset_counter <= reset_counter + 8'd1;
                if (reset_counter[5]) sclk_sig <= ~sclk_sig;
            end
        end
        else begin
            if (clk_pulse_slow) begin
            case(state)
                RST: begin
                    if(boot_counter == 0) begin
                        sclk_sig <= 0;
                        cmd_out <= {56{1'b1}};
                        byte_counter <= 0;
                        byte_available <= 0;
                        ready_for_next_byte <= 0;
                        cmd_mode <= 1;
                        bit_counter <= 160;
                        cs <= 1;
                        state <= INIT;
                    end
                    else begin
                        boot_counter <= boot_counter - 27'd1;
                        if (boot_counter[5]) sclk_sig <= ~sclk_sig;
                    end
                end
                INIT: begin
                    if(bit_counter == 0) begin
                        cs <= 0;
                        state <= CMD0;
                    end
                    else begin
                        bit_counter <= bit_counter - 10'd1;
                        sclk_sig <= ~sclk_sig;
                    end
                end
                CMD0: begin
                    cmd_out <= 56'hFF_40_00_00_00_00_95;
                    bit_counter <= 55;
                    response_type <= 3'b1;
                    return_state <= CMD8;
                    state <= SEND_CMD;
                end
                CMD8: begin
                    cmd_out <= 56'hFF_48_00_00_01_AA_87;
                    bit_counter <= 55;
                    response_type <= 3'b111;
                    return_state <= CMD55;
                    state <= SEND_CMD;
                end
                CMD55: begin
                    cmd_out <= 56'hFF_77_00_00_00_00_01;
                    bit_counter <= 55;
                    response_type <= 3'b1;
                    return_state <= CMD41;
                    state <= SEND_CMD;
                end
                CMD41: begin
                    cmd_out <= 56'hFF_69_40_00_00_00_01;
                    bit_counter <= 55;
                    response_type <= 3'b1;
                    return_state <= POLL_CMD;
                    state <= SEND_CMD;
                end
                POLL_CMD: begin
                    if(recv_data[0] == 0) begin
                        state <= IDLE;  
                        init_o<= 1'b1;
                    end
                    else begin
                        state <= CMD55;  
                    end
                end
                IDLE: begin
                    if(rd == 1) begin
                        state <= READ_BLOCK;
                    end
                    else if(wr == 1) begin
                        state <= WRITE_BLOCK_CMD;
                    end
                    else begin
                        state <= IDLE;
                    end
                end
                READ_BLOCK: begin
                    cmd_out <= {16'hFF_51, address, 8'hFF};
                    bit_counter <= 55;
                    response_type <= 3'b1;
                    return_state <= READ_BLOCK_WAIT;
                    state <= SEND_CMD;
                end
                READ_BLOCK_WAIT: begin
                    if(sclk_sig == 1 && miso == 0) begin
                        byte_counter <= 511;
                        bit_counter <= 7;
                        return_state <= READ_BLOCK_DATA;
                        state <= RECEIVE_BYTE;
                    end
                    sclk_sig <= ~sclk_sig;
                end
                READ_BLOCK_DATA: begin
                    dout <= recv_data;
                    byte_available <= 1;
                    if (byte_counter == 0) begin
                        bit_counter <= 7;
                        return_state <= READ_BLOCK_CRC;
                        state <= RECEIVE_BYTE;
                    end
                    else begin
                        byte_counter <= byte_counter - 10'd1;
                        return_state <= READ_BLOCK_DATA;
                        bit_counter <= 7;
                        state <= RECEIVE_BYTE;
                    end
                end
                READ_BLOCK_CRC: begin
                    bit_counter <= 7;
                    return_state <= IDLE;
                    state <= RECEIVE_BYTE;
                end
                SEND_CMD: begin
                    if (sclk_sig == 1) begin
                        if (bit_counter == 0) begin
                            state <= RECEIVE_BYTE_WAIT;
                        end
                        else begin
                            bit_counter <= bit_counter - 10'd1;
                            cmd_out <= {cmd_out[54:0], 1'b1};
                        end
                    end
                    sclk_sig <= ~sclk_sig;
                end
                RECEIVE_BYTE_WAIT: begin
                    if (sclk_sig == 1) begin
                        if (miso == 0) begin
                            recv_data <= 0;
                            case (response_type)
                                1: bit_counter <= 6;
                                7: bit_counter <= 38;
                                default: bit_counter <= 6;
                            endcase
                            state <= RECEIVE_BYTE;
                        end
                    end
                    sclk_sig <= ~sclk_sig;
                end
                RECEIVE_BYTE: begin
                    byte_available <= 0;
                    if (sclk_sig == 1) begin
                        recv_data <= {recv_data[6:0], miso};
                        if (bit_counter == 0) begin
                            state <= return_state;
                        end
                        else begin
                            bit_counter <= bit_counter - 10'd1;
                        end
                    end
                    sclk_sig <= ~sclk_sig;
                end
                WRITE_BLOCK_CMD: begin
                    cmd_out <= {16'hFF_58, address, 8'hFF};
                    bit_counter <= 55;
                    return_state <= WRITE_BLOCK_INIT;
                    response_type <= 1;
                    state <= SEND_CMD;
                    ready_for_next_byte <= 1;
                end
                WRITE_BLOCK_INIT: begin
                    cmd_mode <= 0;
                    byte_counter <= WRITE_DATA_SIZE; 
                    state <= WRITE_BLOCK_DATA;
                    ready_for_next_byte <= 0;
                end
                WRITE_BLOCK_DATA: begin
                    if (byte_counter == 0) begin
                        state <= RECEIVE_BYTE_WAIT;
                        return_state <= WRITE_BLOCK_WAIT;
                    end
                    else begin
                        if ((byte_counter == 2) || (byte_counter == 1)) begin
                            data_sig <= 8'hFF;
                        end
                        else if (byte_counter == WRITE_DATA_SIZE) begin
                            data_sig <= 8'hFE;
                        end
                        else begin
                            data_sig <= din;
                            ready_for_next_byte <= 1;
                        end
                        bit_counter <= 7;
                        state <= WRITE_BLOCK_BYTE;
                        byte_counter <= byte_counter - 10'd1;
                    end
                end
                WRITE_BLOCK_BYTE: begin
                    if (sclk_sig == 1) begin
                        if (bit_counter == 0) begin
                            state <= WRITE_BLOCK_DATA;
                            ready_for_next_byte <= 0;
                        end
                        else begin
                            data_sig <= {data_sig[6:0], 1'b1};
                            bit_counter <= bit_counter - 10'd1;
                        end;
                    end;
                    sclk_sig <= ~sclk_sig;
                end
                WRITE_BLOCK_WAIT: begin
                    if (sclk_sig == 1) begin
                        if (miso == 1) begin
                            state <= IDLE;
                            cmd_mode <= 1;
                        end
                    end
                    sclk_sig <= ~sclk_sig;
                end
            endcase
            end
        end
    end
    assign sclk = sclk_sig;
    assign mosi = cmd_mode ? cmd_out[55] : data_sig[7];
    assign ready = (state == IDLE);
endmodule
==> flow/run.sh <==
#!/bin/bash
# OpenROAD 26Q1-2900-gdf79404cd8, Yosys 0.63+post, stock flow scripts
make -C /OpenROAD-flow-scripts/flow DESIGN_CONFIG=/design/flow/config.mk WORK_HOME=/design/flow/orfs finish
==> flow/config.mk <==
export PLATFORM = sky130hd
export DESIGN_NAME = sd_controller
export DESIGN_NICKNAME = sd_controller
export VERILOG_FILES = /design/flow/design.v
export SDC_FILE = /design/flow/constraint.sdc
export NUM_CORES = 4
export LEC_CHECK = 1
export CORE_UTILIZATION = 50
==> flow/constraint.sdc <==
current_design sd_controller

set clk_period 10.6
set clk_io_pct 0.2

create_clock -name clk0 -period $clk_period [get_ports {clk}]

set non_clock_inputs [all_inputs -no_clocks]
set_input_delay [expr $clk_period * $clk_io_pct] -clock clk0 $non_clock_inputs
set_output_delay [expr $clk_period * $clk_io_pct] -clock clk0 [all_outputs]
==> results_slide.txt <==
Synthesis and Place & Route Summary

Placed design
  • PortBufs: ~73
  • Area post-placement: approximately 8600 sq um
  • Routability cong.: about 0.93
  • DPL Wire Length: ~13 mm

GRT
  • GR Overflow Total: 0
  • Total track usage: a little over a quarter
  • First-pass GRT wire length: between 30 and 40 mm
  • Largest net degree at the start of global routing: between 70 and 80
  • Number of global-route vias before repair: approximately 6.3k
  • Antenna violations before repair: 0

Clocking
  • Htree depth: 4
  • Post-cts hold buffer count: 0
  • Clock sinks: ~150
  • Clk slew on worst S/H paths: approximately 0.060 ns
  • CTS max path bufs: 2
  • CTS resizes: 0
  • CTS tree: built
  • Num CTS Buffers: 17
  • Clock Latency Late Sink: ~0.42 ns
  • Clk root buf: clkbuf_16
  • Post-CTS setup buffer count: 0

Synthesis
  • Yosys warns: 1
  • Mean Syn Cell Area: about 9 sq um
  • Ys flops: ~150
  • Synth area leaders: dfxtp_1 (25%), edfxtp_1 (20%), nor3_1 (5.3%)
  • Yosys stat cell total: 884
  • Most common cell in the netlist: dfxtp_1
  • Area share, top type: between 20% and 30%
  • Distinct cell type count after synthesis: 69
  • Synth area leader: dfxtp_1
  • Ys flop type: dfxtp_1
  • Register area share after synthesis: between 40 and 50%
  • Cells after Synth: 884
  • YS chip area: 7850 sq um
  • Post-synth EDFFs: around 50
  • Mapped Area: between 7000 and 8000 sq um
  • Async S/R FF share, synth: 0%
  • Post-synth top cells: dfxtp_1 (98), nor3_1 (83), a21oi_1 (82), nand2_1 (72), nor2_1 (68)

Min path
  • WHS Path Cells: 0
  • Hold Crit Start: recv_data[7]$_SDFFCE_PP0P_
  • Worst hold path type: flop to flop
  • Worst Hold Endpoint: dout[7]$_DFFE_PP_

STA
  • Achievable frequency: ~220 MHz
  • Worst Clk Skew: approximately 0.0056 ns
  • Worst Max-Slew Pin Slew: between 0.8 and 0.9 ns
  • Setup TNS: 0 ns
  • Final setup vio count: 0
  • Minimum clock period: about 4.5 ns
  • Post-layout period usage: between 40% and 50%
  • Normalized max-slew margin: a little over two fifths
  • Fin Hold WS: about 0.46 ns
  • Hold violation count in the final report: 0
  • Fin. max-slew vios: 0
  • RSZ-0062 raised after global routing: false

Run status
  • Status: completed

Detailed routing
  • # DRC: 0
  • Initial drt markers: 642
  • Vias: 6,866
  • # diodes: 0
  • Routed WL: roughly 20 mm
  • Routed WL per cell: between 15 and 20 um
  • Antenna-violating nets left: 0
  • Drt first pass iters: 7
  • Post-DR vias/cell: approximately 6

Setup path
  • Data required, critical path: 8.48 ns
  • Reg2Reg Launch Point: state[2]$_SDFFE_PP0P_
  • Worst Reg2Reg Path Length in Cells: 9
  • Critical path type: flop to output pin
  • CP startpoint kind: flop
  • Highest-delay cell along the critical path: inv_1
  • Setup crit end kind: output pin
  • Worst reg-to-reg setup slack: 7.29 ns
  • Worst path max stage delay: 0.52 ns
  • Reg-to-Reg End: cmd_out[42]$_SDFFE_PP1P_
  • CP arrival: roughly 2.4 ns
  • Crit-path max FO: 48
  • Cell family contributing the most delay on the critical path: buffers and inverters
  • Crit-path cells: buf_4 -> inv_1 -> nand2_1 -> nor3_1 -> clkdlybuf4s50_1
  • CP Buf/Inv Count: 3

Pwr
  • Final Power: between 2000 and 2500 uW
  • Clock share of power: approximately a quarter
  • Switching Fraction: about two fifths
  • LEAKAGE: 0.00315 uW
  • P_sw: roughly 860 uW
  • Logic pwr share: between 40% and 50%
  • Power Dens Cells: about 240 nW/um^2
  • Reg power frac: about a third
  • Maximum vdd drop: around 0.00014 V
  • Internal power: roughly 1300 uW

Floorplan
  • Starting density of the core: between 50% and 60%
  • Die ar.: around 16,000 sq um
  • Die height: about 130 um
  • Die x size: approximately 130 um
  • Row count: ~45
  • Num ports: approximately 74
  • Core Region: about 15,000 sq um

Layout
  • Synth-to-Final Area Change: 17.1%
  • Fin util: 60.2%
  • Non-Filler Cell Area, Final: slightly above 9000 sq um
  • Layout cell share with drive strength beyond 1: 9.09%

Run
  • Number of max-cap violations: 0
  • OpenROAD warning count: 30
## area by class of cell
type | count | area [sq um]
Sequential cell | 149 | 3490
Clock buffer | 24 | 472
Clock inverter | 8 | 75.1
Fill cell | 1252 | 6070
Inverter | 18 | 67.6
Timing Repair Buffer | 92 | 868
Tap cell | 211 | 264
Multi-Input combinational cell | 644 | 3950
## worst max-delay path by stage
stage                      from  endpoint  slack, ns  cells past startpoint
6_report  state[0]$_SDFFE_PP0P_     ready       6.10                      5
5_1_grt   state[0]$_SDFFE_PP0P_     ready       5.97                      5
4_1_cts   state[0]$_SDFFE_PP0P_     ready       6.14                      5
## worst register-to-register path: stages (launching register included)
cell	delay [ns]
dfxtp_1	0.30
buf_4	0.38
nand2b_1	0.38
nor2_2	0.45
a211oi_1	0.15
nor4b_4	0.22
buf_4	0.49
buf_4	0.59
nor3_1	0.10
a31oi_1	0.16
## stage by stage
step	setup WS, ns	cells
finish	6.10	1146
global route	5.97	1146
CTS	6.14	1146
detailed placement	5.99	1114
global placement	6.03	1114
floorplan	6.51	884
## sequential cells by signal, indices dropped and copies added (netlist names)
register             flops
bit_counter             10
boot_counter            27
byte_available           1
byte_counter            10
cmd_mode                 1
cmd_out                 55
cs                       1
data_sig                 8
dout                     8
init_o                   1
ready_for_next_byte      1
recv_data                8
reset_counter            6
response_type            1
return_state             5
sclk_sig                 1
state                    5
## logic make-up after synthesis
family,Yosys count,synth area share [%]
mux,2,0.271
xor+xnor,48,5.36
buf+inv,91,5.31
fa+ha+maj,8,1.28
simple gates,342,22.4
compound gates,244,20.9
flops,149,44.5
## placed cells by master, fill, tap and decap left out, types with 31 or more instances in the layout
master           count
a221oi_1            32
nand3_1             32
xor2_1              31
dfxtp_1             98
nand2_1             72
nor3_1              83
o21ai_0             34
edfxtp_1            51
a21oi_1             82
clkdlybuf4s50_1     72
nor2_1              66
## power by group through the flow
stage / Clock (uW) / Sequential (uW) / Combinational [uW]
4_1_cts: 575 / 726 / 873
5_1_grt: 600 / 734 / 972
6_report: 567 / 726 / 886
## routing by layer
layer  track usage [%]  wire length, um  up-vias
li1                  -                -     3355
met1              41.5             9120     3234
met4              4.76              404        0
met3              7.55             1560       26
met5                 0                0        -
met2              38.0             8920      251
Power figures rest on the tool's default switching activity, not on a simulated workload.
