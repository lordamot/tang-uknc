--- ./constraint.sdc ---
current_design osd_u8g2

set clk_period 395.8
set clk_io_pct 0.2

create_clock -name clk0 -period $clk_period [get_ports {clk}]
create_clock -name clk1 -period $clk_period [get_ports {pclk}]

set non_clock_inputs [all_inputs -no_clocks]
set_input_delay [expr $clk_period * $clk_io_pct] -clock clk0 $non_clock_inputs
set_output_delay [expr $clk_period * $clk_io_pct] -clock clk0 [all_outputs]
--- ./run.sh ---
#!/bin/bash
# OpenROAD 26Q1-2900-gdf79404cd8, Yosys 0.63+post, stock flow scripts
make -C /OpenROAD-flow-scripts/flow DESIGN_CONFIG=/design/flow/config.mk WORK_HOME=/design/flow/orfs finish
--- ./design.v ---
parameter WDEPTH = 512;
parameter ASIZE = 9;
parameter WDSIZE = 8;
parameter RDEPTH = 256;
parameter RASIZE = 8;
parameter RDSIZE = 16;
parameter WDEPTH = 16;
parameter ASIZE = 4;
parameter WDSIZE = 16;
parameter RDEPTH = 16;
parameter RASIZE = 4;
parameter RDSIZE = 16;
parameter WDEPTH = 2;
parameter ASIZE = 1;
parameter WDSIZE = 8;
parameter RDEPTH = 16;
parameter RASIZE = 4;
parameter RDSIZE = 1;
parameter WDEPTH = 4;
parameter ASIZE = 2;
parameter WDSIZE = 8;
parameter RDEPTH = 4;
parameter RASIZE = 2;
parameter RDSIZE = 8;
parameter WDEPTH = 64;
parameter ASIZE = 6;
parameter WDSIZE = 8;
parameter RDEPTH = 512;
parameter RASIZE = 9;
parameter RDSIZE = 1;
module osd_u8g2 (
  input        clk,
  input        pclk,
  input        reset,
  input        data_in_strobe,
  input        data_in_start,
  input [7:0]  data_in,
  input        hs,
  input        vs, 
  input [5:0]  r_in,
  input [5:0]  g_in,
  input [5:0]  b_in,
  output [5:0] r_out,
  output [5:0] g_out,
  output [5:0] b_out
);
reg enabled;
reg [11:0] hcnt;     
reg [11:0] hcntL;
reg [9:0] vcnt;     
reg [9:0] vcntL;
wire active, sactive, tactive;
assign r_out = !enabled?r_in:active?osd_r:sactive?{1'b0, r_in[5:1]}:r_in;
assign g_out = !enabled?g_in:active?osd_g:sactive?{1'b0, g_in[5:1]}:g_in;
assign b_out = !enabled?b_in:active?osd_b:sactive?{1'b0, b_in[5:1]}:b_in;   
wire       osd_pix;  
wire [5:0] osd_pix_col;
wire [5:0] osd_r = (tactive && osd_pix)?osd_pix_col:sactive?{4'b0000, r_in[5:4]}:{3'b000, r_in[5:3]};
wire [5:0] osd_g = (tactive && osd_pix)?osd_pix_col:sactive?{4'b0100, g_in[5:4]}:{3'b010, g_in[5:3]};
wire [5:0] osd_b = (tactive && osd_pix)?osd_pix_col:sactive?{4'b0000, b_in[5:4]}:{3'b000, b_in[5:3]};  
wire [11:0] hstart = (hcntL/2)-8*16*2/2;
wire [9:0]  vstart = (vcntL/2)-8*8*2/2;
wire    hactive = hcnt >= hstart-2*2 && hcnt < hstart+2*2+8*16*2;
wire    vactive = vcnt >= vstart-2*2 && vcnt < vstart+2*2+8*8*2;
assign  active  = hactive && vactive;  
wire    thactive = hcnt >= hstart && hcnt < hstart+8*16*2;
wire    tvactive = vcnt >= vstart && vcnt < vstart+8*8*2;
assign  tactive  = thactive && tvactive;  
wire    shactive = hcnt >= hstart-2*2+2*4 && hcnt < hstart+2*2+2*4+8*16*2;
wire    svactive = vcnt >= vstart-2*2+2*4 && vcnt < vstart+2*2+2*4+8*8*2;
assign  sactive  = shactive && svactive;  
reg [7:0] buffer [1024];  
reg [9:0] data_cnt;
reg [7:0] command;
reg data_addr_state;
always @(posedge clk) begin
    if(reset) begin
        enabled <= 1'b0;
    end else begin
      if(data_in_strobe) begin
        if(data_in_start) begin
            command <= data_in;
            data_addr_state <= 1'b1;
            data_cnt <= 10'd0;
        end else begin
            data_addr_state <= 1'b0;
            if((command == 8'd1) && data_addr_state)
                enabled <= data_in[0];    
            if(command == 8'd2) begin
                if(data_addr_state)
                    data_cnt <= { data_in[6:0], 3'b000 };
                else begin	 
                    buffer[data_cnt] <= data_in;
                    data_cnt <= data_cnt + 10'd1;
                end
            end
         end
      end
   end
end
wire [7:0] hpix  = hcnt-hstart;   
wire [7:0] hpixD = hpix+1;        
wire [6:0] vpix  = vcnt-vstart;   
assign osd_pix = buffer_byte[vpix[3:1]];
reg [7:0] buffer_byte;
always @(posedge clk)
   buffer_byte <= buffer[{ vpix[6:4], hpixD[7:1] }];
assign osd_pix_col = 6'd63;
reg  vsD, hsD;
always @(posedge pclk) begin
    hsD <= hs;
    vsD <= vs;
    if(vs && !vsD) begin
        vcntL <= vcnt;
        vcnt <= 0;
        hcntL <= hcnt;
        hcnt <= 0;
    end else  if(hs && !hsD) begin
        vcnt <= vcnt + 10'd1;
        hcntL <= hcnt;
        hcnt <= 0;
    end else hcnt <= hcnt + 12'd1;
    end
endmodule
--- ./config.mk ---
export PLATFORM = sky130hd
export DESIGN_NAME = osd_u8g2
export DESIGN_NICKNAME = osd_u8g2
export VERILOG_FILES = /design/flow/design.v
export SDC_FILE = /design/flow/constraint.sdc
export NUM_CORES = 4
export LEC_CHECK = 1
export CORE_UTILIZATION = 40
export SYNTH_MEMORY_MAX_BITS = 65536
==> job_summary.md <==
### Flow metrics

| Metric | Value |
|---|---|
| CTS tree | `built` |
| DRC Markers | `0` |
| Flop area | `approximately 250000 um2` |
| Global-route wire length before repair | `between 1000000 and 1500000 um` |
| Final ANT Viol Nets | `0` |
| Power Dens Cells | `6.22 nW/um2` |
| Worst slew margin | `roughly a quarter` |
| Area added between synthesis and finish | `12.7%` |
| Critical Path RT | `between 300000 and 400000 ps` |
| Comb. cell area | `roughly 70000 um2` |
| Yosys top cell by area | `edfxtp_1` |
| Routed WL | `811000 um` |
| Kind of start point of the critical path | `input port` |
| Dpl cells | `~25000` |
| Initial antenna violation count | `27` |
| Max incr delay on CP | `520 ps` |
| RSZ-0062 raised after global routing | `false` |
| Post-CTS repair timing setup buffer count | `0` |
| Non-filler cells in the finished layout | `26166` |
| Cell count listed in synth_stat.txt | `between 10000 and 15000` |
| Slowest-stage cell, CP | `clkdlybuf4s50_1` |
| CP max FO | `3` |
| I/O Buffers | `49` |
| Ports | `a little over 50` |
| Cell Area, Synth | `roughly 320000 um2` |
| Status | `finished clean` |
| Layout Utilization | `45.3%` |
| Top Family by Delay on Critical Path | `buffers and inverters` |
| Top cells by count | `edfxtp_1, mux4_2, nor2_1` |
| # setup viols final | `0` |
| Clock transition at path regs | `approximately 70 ps` |
| Crit-path cells | `clkdlybuf4s50_1 > inv_1 > nor3_1 > a2bb2oi_1 > clkdlybuf4s50_1` |
| DRT Pass-1 Iters | `6` |
| Synth cell types | `between 80 and 90` |
| Worst path buffer plus inverter count | `3` |
| Rows | `329` |
| Hpwl dp | `a little under 500000 um` |
| Die Ht | `between 800 and 900 um` |
| Proportion of layout cells with a drive suffix above 1 | `roughly 28%` |
| Starting DRT DRC Count | `9915` |
| Post-synth EDFFs | `roughly 8200` |
| GRT Total Usage | `~22%` |
| Syn Area/Cell | `roughly 23 um2` |
| Top cell area share | `about three quarters` |
| Sink Count | `approximately 8300` |
| CP most frequent cell | `clkdlybuf4s50_1` |
| Final Hold Slack | `roughly 530 ps` |
| Worst Max-Slew Pin Slew | `1100 ps` |
| Min setup slack post-route | `~240000 ps` |
| Pleak | `~110 nW` |
| Hold Fails Final Rpt | `0` |
| Synth Warn # | `1` |
| Initial Util | `40.2%` |
| OpenROAD warnings | `94` |
| CTS hold repair buffers | `0` |
| Final setup TNS | `0 ps` |
| Commonest flop | `edfxtp_1` |
| Die Wd | `900 um` |
| Total vias in the final route | `~150k` |
| Post-CTS resize count | `0` |
| Place WS | `between 200000 and 250000 ps` |
| Critical path class | `input port to output pin` |
| Cells after Synth | `about 14000` |
| GPL Wtd Cong | `0.863` |
| Hold Crit Class | `flop to flop` |
| Slew Viols, Final | `0` |
| Worst Setup End Kind | `output pin` |
| Top cells by area | `edfxtp_1, mux4_2, nor2_1` |
| Skew final | `between 40 and 50 ps` |
| Post-synth ARST share | `0%` |
| Largest net degree at the start of global routing | `144` |
| Fill cells | `~65000` |
| Number of global-route vias before repair | `162492` |
| Synth Register Bits | `~8300` |
| Yosys stat chip area | `around 320000 um2` |
| Max VDD drop | `approximately 4.8 uV` |
| Register area share after synthesis | `around three quarters` |
| Grt total ovfl | `0` |
| Placeable Area | `between 800000 and 900000 um2` |
| Die Size | `approximately 810000 um2` |
| Most instantiated library cell after synthesis | `edfxtp_1` |
| Wire per inst | `just over 30 um` |
| Maxcap violations | `0` |
| Via density | `between 5 and 6` |
| Arrival time worst endpoint | `80680 ps` |
==> per-stage QoR <==
step                      cell area (um2)  total power [mW]
after detailed placement           338000              1.54
after global routing               363000              2.34
after floorplan                    322000              1.36
after global placement             338000              1.54
final                              363000              2.26
after CTS                          363000              2.28
==> final cells by class <==
| type | count | share of cell area [%] |
|---|---|---|
| multi-input cells | 4959 | 19.6 |
| clock buffers | 1010 | 5.80 |
| well taps | 10757 | 3.70 |
| flip-flops and latches | 8264 | 68.2 |
| diodes | 44 | 0.0303 |
| repair buffers | 603 | 1.38 |
| clock inverters | 445 | 1.19 |
| inverters | 84 | 0.0868 |
==> state kept, by name, summed over array words and instances (netlist names) <==
register	cells
hcntL	11
vcntL	9
vsD	1
data_cnt	10
buffer	8192
hsD	1
buffer_byte	8
hcnt	12
command	8
vcnt	10
data_addr_state	1
enabled	1
==> cells in the final DEF, fill, tap and decap left out, types with 17 or more instances in the layout <==
master and count:
a21o_1 17, a21oi_1 40, a22oi_1 130, a31oi_1 78, a41oi_1 33, and3_1 27, buf_12 25, buf_4 529
bufinv_16 66, clkbuf_1 197, clkbuf_16 813, clkdlybuf4s50_1 41, clkinv_1 172, clkinv_2 131, dfxtp_1 33, diode_2 44
edfxtp_1 8231, ha_1 128, inv_1 82, inv_6 17, mux4_2 2560, nand2_1 278, nand3_1 93, nand4_1 28
nor2_1 1094, nor2b_1 19, nor3_1 18, o21ai_0 31, o22ai_1 33, xnor2_1 50, xor2_1 34
==> worst reg2reg max path: cells and delay by family, from the launching register on <==
kind	cells	cell delay [ps]
flip-flops	1	450
buffers and inverters	10	4570
multiplexers	2	1080
AND-OR/OR-AND	2	760
adder cells (fa/ha/maj)	2	1120
AND/OR/NAND/NOR	2	1160
==> metal layers <==
metal	share of wire (%)	GRT usage (%)
met5	0.24	1.79
met4	3.3	5.63
met3	18	17.4
met2	47	31.9
met1	32	27.1
==> worst paths after layout <==
| check | endpoint | cells past startpoint | startpoint | slack [ps] |
|---|---|---|---|---|
| setup / recovery | b_out[2] | 5 | b_in[3] | 235960 |
| hold / removal | hcnt[0]$_SDFF_PP0_ | 1 | hcnt[0]$_SDFF_PP0_ | 530 |
| setup reg to reg | buffer_byte[6]$_DFF_P_ | 18 | hcnt[1]$_SDFF_PP0_ | 387160 |
| hold reg to reg | hcnt[0]$_SDFF_PP0_ | 1 | hcnt[0]$_SDFF_PP0_ | 530 |
| max in group clk1 | hcntL[3]$_DFFE_PP_ | 3 | hs | 314880 |
| min in group clk0 | enabled$_SDFFE_PP0P_ | 5 | command[2]$_DFFE_PP_ | 660 |
==> logic make-up after synthesis <==
logic type	Yosys count	synth area share (%)
flops	8264	76.9
mux	2564	17.9
simple gates	1702	2.20
buf+inv	955	1.22
compound gates	467	1.04
fa+ha+maj	137	0.547
xor+xnor	89	0.249
==> where the power goes <==
| part | switching [mW] | leakage (nW) | internal [mW] |
|---|---|---|---|
| Clock | 0.324 | 12.4 | 0.420 |
| Sequential | 0.00110 | 74.2 | 0.963 |
| Combinational | 0.291 | 23.5 | 0.260 |
Power and IR drop assume default switching activity.
