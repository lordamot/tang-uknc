`design/flow/design.v`:
```
parameter WDEPTH = 512;
parameter ASIZE = 9;
parameter WDSIZE = 8;
parameter RDEPTH = 256;
parameter RASIZE = 8;
parameter RDSIZE = 16;
parameter WDEPTH = 16;
parameter ASIZE = 4;
parameter WDSIZE = 16;
parameter RDEPTH = 16;
parameter RASIZE = 4;
parameter RDSIZE = 16;
parameter WDEPTH = 2;
parameter ASIZE = 1;
parameter WDSIZE = 8;
parameter RDEPTH = 16;
parameter RASIZE = 4;
parameter RDSIZE = 1;
parameter WDEPTH = 4;
parameter ASIZE = 2;
parameter WDSIZE = 8;
parameter RDEPTH = 4;
parameter RASIZE = 2;
parameter RDSIZE = 8;
parameter WDEPTH = 64;
parameter ASIZE = 6;
parameter WDSIZE = 8;
parameter RDEPTH = 512;
parameter RASIZE = 9;
parameter RDSIZE = 1;
`timescale 1ns / 1ps
module uart_rx_path(
	clk_i,
	n_rst,
	uart_rx_i,
	uart_rx_data_o,
	uart_rx_done
);
input clk_i;
input n_rst;
input uart_rx_i;
output [7:0] uart_rx_data_o;
output uart_rx_done;
parameter [12:0] BAUD_DIV     = 13'd5208/2;    
parameter [12:0] BAUD_DIV_CAP = 13'd2604/2;    
reg [12:0] baud_div=0;
reg baud_bps=0;
reg bps_start=0;
always @(posedge clk_i)
	if(baud_div==BAUD_DIV_CAP)begin
			baud_bps<=1'b1;
			baud_div<=baud_div+1'b1;
	end else 
			if(baud_div<BAUD_DIV && bps_start)begin
				baud_div<=baud_div+1'b1;
				baud_bps<=0;
			end else	begin
				baud_bps<=0;
				baud_div<=0;
			end
reg [4:0] uart_rx_i_r=5'b11111;
always @(posedge clk_i)uart_rx_i_r<={uart_rx_i_r[3:0],uart_rx_i};
wire uart_rx_int=|uart_rx_i_r;
reg [3:0] bit_num=0;
reg uart_rx_done_r=0;
reg state=1'b0;
reg [7:0] uart_rx_data_o_r0=0;
reg [7:0] uart_rx_data_o_r1=0;
always@(posedge clk_i)
	if(n_rst)begin
		case(state)
			1'b0 : 
				if(!uart_rx_int)
					begin
						bps_start<=1'b1;
						state<=1'b1;
					end
			1'b1 :			
				if(baud_bps)
					begin
						bit_num <= bit_num + 1'b1;
						if(bit_num < 4'd9)uart_rx_data_o_r0[bit_num-1] <= uart_rx_i;
						if(bit_num > 4'd2)uart_rx_done_r<=1'b0;
					end
				else if(bit_num == 4'd10)
					begin
						bit_num<=0;
						uart_rx_done_r<=1'b1;
						uart_rx_data_o_r1<=uart_rx_data_o_r0;
						state<=1'b0;
						bps_start<=0;
					end
			default:;
		endcase
	end else uart_rx_done_r <= 0;
assign uart_rx_data_o=uart_rx_data_o_r1;		
assign uart_rx_done=uart_rx_done_r;
endmodule
```
`design/flow/run.sh`:
```
#!/bin/bash
# OpenROAD 26Q1-2900-gdf79404cd8, Yosys 0.63+post, stock flow scripts
make -C /OpenROAD-flow-scripts/flow DESIGN_CONFIG=/design/flow/config.mk WORK_HOME=/design/flow/orfs finish
```
`design/flow/config.mk`:
```
export PLATFORM = sky130hd
export DESIGN_NAME = uart_rx_path
export DESIGN_NICKNAME = uart_rx_path
export VERILOG_FILES = /design/flow/design.v
export SDC_FILE = /design/flow/constraint.sdc
export NUM_CORES = 4
export LEC_CHECK = 1
export CORE_UTILIZATION = 40
```
`design/flow/constraint.sdc`:
```
current_design uart_rx_path

set clk_period 3.9
set clk_io_pct 0.2

create_clock -name clk0 -period $clk_period [get_ports {clk_i}]

set non_clock_inputs [all_inputs -no_clocks]
set_input_delay [expr $clk_period * $clk_io_pct] -clock clk0 $non_clock_inputs
set_output_delay [expr $clk_period * $clk_io_pct] -clock clk0 [all_outputs]
```
==> results.json <==
{
  "power_density_mw_per_mm2": 302,
  "drc": 0,
  "async_flop_share_pct": 0,
  "slowest_stage": "edfxtp_1",
  "crit_top_cell": "ha_1",
  "die_area_mm2": 0.00577,
  "worst_setup_path_end_kind": "flip-flop",
  "crit_chain": "inv_1, ha_1, or2_2, o21ai_0, mux2i_1, nand2b_1, ha_1, nor4b_1, and4_1, o2111ai_1, mux2_2",
  "dr.first_iter.drc_count": 108,
  "dpl_cell_area_mm2": 0.00237,
  "skew_ps": 4.13,
  "finalCritPeriodShare_pct": 89.4,
  "cp_max_fo": 12,
  "slowest_delay_ps": 540,
  "dieWidth_um": 76.0,
  "root_buffer": "clkbuf_8",
  "synthesis.area_mm2": 0.00219,
  "finalMaxSlewViolations": 0,
  "critPathKind": "flip-flop to flip-flop",
  "post_cts_buffers": 0,
  "setup_violations": 0,
  "drv_cap": 0,
  "ctsHoldBuffers": 0,
  "top_area_share_pct": 30.2,
  "clock_sinks": 42,
  "grt-busiest-layer": "met1",
  "drtAntennaViolNets": 0,
  "grt_first_pass_wirelength_mm": 6.13,
  "hold_path_class": "flip-flop to flip-flop",
  "crit_family": "simple AND/OR/NAND/NOR gates",
  "maxSlewHeadroom_pct": 39.1,
  "warnings": 30,
  "arrival_ps": 3530,
  "ys_area_mm2": 0.00219,
  "syn_inst": 199,
  "num_vias": 1462,
  "startpoint_type": "flip-flop",
  "use_met2_pct": 17.7,
  "wl_per_cell_um": 12.4,
  "rsz0062_at_grt": "no",
  "grt_max_degree": 15,
  "post-route-min-period_ps": 3490,
  "io_buffers": 11,
  "use_met3_pct": 2.82,
  "avgSynthCellArea_um2": 11.0,
  "max_freq_mhz": 287,
  "path_clk_slew_ps": 70,
  "top_cells_by_count": "edfxtp_1 (22), dfxtp_1 (20), a21oi_1 (15)",
  "antenna_found_initial": 0,
  "synthFlopType": "edfxtp_1",
  "cts.htree.levels": 2,
  "combGateArea_mm2": 0.00106,
  "via_per_inst": 5.18,
  "leakage_uw": 0.000844,
  "synth_cell_types": 47,
  "worstPathRequired_ps": 3940,
  "synth_seq_share_pct": 48.5,
  "p_total_uw": 740,
  "outcome": "finished clean",
  "reg2reg_slack_ps": 410,
  "numCtsBuffers": 5,
  "grt.overflow.total": 0,
  "die_height_um": 76.0,
  "diodes": 0,
  "ys_cells": 199,
  "fin_area_mm2": 0.00245,
  "fillers": 449,
  "max_slew.worst_pin.slew_ps": 909,
  "irDropWorstVdd_mv": 0.245,
  "grtUsageTotal_pct": 13.4,
  "drive_above_1_share_pct": 9.43,
  "drt_pass1_iterations": 4,
  "regArea_mm2": 0.00106,
  "ys_seq_elements": 42,
  "top_area_cell": "edfxtp_1",
  "most_common_cell": "edfxtp_1",
  "clock.latency.late_pin_ps": 280,
  "core_mm2": 0.00517,
  "cts_tree": "built",
  "cts_buffer_depth": 2,
  "syn2layout_area_growth_pct": 12.1,
  "hpwl_mm": 2.54,
  "hold_violations": 0,
  "drt-total-wl_mm": 3.49,
  "grtUsageMet1_pct": 23.9,
  "gp_congestion": 0.817,
  "rows": 26,
  "setup_tns_ps": 0,
  "yosysWarnings": 1,
  "cts.repair.resized": 0,
  "top_cells_by_area": "edfxtp_1 (30%), dfxtp_1 (18%), ha_1 (7.4%)",
  "grt_pass1_vias": 1304,
  "initial_core_util_pct": 42.3,
  "edf_count": 22,
  "num_io_pins": 12,
  "critPathBufInv": 1
}
-- through the flow --
step,hold slack (ps),std cells,worst slack [ps],util [%]
detailed placement,340,274,424,45.9
global placement,340,274,473,45.9
finish,355,282,413,47.4
global route,363,282,176,47.4
floorplan,331,199,674,-
CTS,357,282,421,47.4
-- layer usage --
layer  vias up  part of all wire, %
met3         8                  3.8
met2        24                   40
met4         0                  1.7
met5         -                    0
met1       670                   54
li1        760                    -
-- worst reg2reg max path, stage by stage (launching register included) --
cell,delay (ps)
edfxtp_1,540
inv_1,140
ha_1,280
or2_2,300
o21ai_0,150
mux2i_1,120
nand2b_1,180
ha_1,290
nor4b_1,380
and4_1,390
o2111ai_1,180
mux2_2,300
-- logic make-up (layout without fill, tap and decap cells) --
logic type	after synthesis	after routing	synth area share (%)
and+or+nand+nor	68	68	18.6
DFF	42	42	48.5
AOI/OAI and AO/OA	35	35	11.4
muxes	9	9	4.57
xor gates and xnor gates	14	14	6.23
adders and majority gates	13	13	7.43
other	1	1	0.171
buffers and inverters	17	30	3.03
-- state kept, by name (all words and copies together), names as in the netlist --
signal and flops:
bit_num 4, uart_rx_data_o_r0 8, uart_rx_data_o_r1 8, state 1, uart_rx_done_r 1, bps_start 1
baud_bps 1, uart_rx_i_r 5, baud_div 13
-- final timing paths --
path | startpoint | to | depth (start not counted)
setup reg to reg | bit_num[0] | uart_rx_data_o_r0[6] | 11
hold / removal | uart_rx_i_r[2] | uart_rx_i_r[3] | 0
setup / recovery | bit_num[0] | uart_rx_data_o_r0[6] | 11
hold reg to reg | uart_rx_i_r[2] | uart_rx_i_r[3] | 0
-- area by class of cell --
class | count | area share (%)
Tap cell | 70 | 3.57
Inverter | 8 | 1.22
Timing Repair Buffer | 14 | 5.41
Clock buffer | 8 | 3.27
Sequential cell | 42 | 43.3
Multi-Input combinational cell | 140 | 43.3
-- where the power goes --
part	switching, µW	total, µW	leakage (µW)	internal (µW)
logic	6.74	11.8	0.000438	5.04
clock network	130	257	0.0000395	127
registers	4.95	471	0.000366	466
-- cell usage in the layout, fill, tap and decap left out, types with 5 or more instances in the layout --
master | netlist | layout
a21oi_1 | 15 | 15
nand3b_1 | 5 | 5
mux2_2 | 7 | 7
o2111ai_1 | 7 | 7
nand2_1 | 8 | 8
nor2_1 | 13 | 13
ha_1 | 13 | 13
xnor2_1 | 9 | 9
dfxtp_1 | 20 | 20
nand3_1 | 5 | 5
inv_1 | 8 | 8
edfxtp_1 | 22 | 22
clkdlybuf4s50_1 | 0 | 11
clkbuf_8 | 0 | 5
No activity file was given, so power comes from the tool's default toggle rates.
